==> ./design.v <==
module pipe(	
				input Clk,                 
            input Reset,               
            input frame_clk,           
            input [9:0] DrawY, DrawX,  
			   input logic [1:0] state_num,
				input [1:0] input_speed,
            output logic is_Pipe,
				output logic [9:0] Pipe_Y_Pos_, Pipe_X_Pos_
				);
	 parameter [9:0] Pipe_X_Center = 10'd800;   
    parameter [9:0] Pipe_Y_Center = 10'd240;   
    parameter [9:0] Pipe_X_Step = 10'd0;       
	 logic [9:0] Pipe_X_Pos, Pipe_X_Motion, Pipe_Y_Pos, Pipe_Y_Motion; 
	 logic [9:0] Pipe_X_Pos_in, Pipe_X_Motion_in, Pipe_Y_Pos_in, Pipe_Y_Motion_in;
    logic frame_clk_delayed, frame_clk_rising_edge;
    always_ff @ (posedge Clk) begin
        frame_clk_delayed <= frame_clk;
        frame_clk_rising_edge <= (frame_clk == 1'b1) && (frame_clk_delayed == 1'b0);
    end
    always_ff @ (posedge Clk)
    begin
        if (Reset)
			begin
            Pipe_X_Pos <= 10'd800;
            Pipe_Y_Pos <= Pipe_Y_Center;
            Pipe_X_Motion <= 10'd0;
			end
		  if(state_num == 0)
			begin
				Pipe_X_Pos <= 10'd800;
            Pipe_Y_Pos <= Pipe_Y_Center;
            Pipe_X_Motion <= 10'd0;
			end
		  else if(state_num == 2)
			begin
				Pipe_X_Pos <= Pipe_X_Pos_in;
            Pipe_Y_Pos <= Pipe_Y_Pos_in;
            Pipe_X_Motion <= 10'd0;
			end
        else
			begin
            Pipe_X_Pos <= Pipe_X_Pos_in;
            Pipe_Y_Pos <= Pipe_Y_Pos_in;
            Pipe_X_Motion <= Pipe_X_Motion_in;
				Pipe_Y_Motion <= Pipe_Y_Motion_in;
			end
    end
    always_comb
		begin
        Pipe_X_Pos_in = Pipe_X_Pos;
		  Pipe_Y_Pos_in = Pipe_Y_Pos;
		  Pipe_X_Motion_in = Pipe_X_Motion;
        Pipe_Y_Motion_in = Pipe_Y_Motion;
        if (frame_clk_rising_edge)
			begin
				if (Pipe_Y_Pos >= 10'd380)
					begin
						Pipe_Y_Pos_in = 10'd120;
					end
            else if( Pipe_X_Pos <= 10'd0 + input_speed ) 
						begin
						Pipe_X_Motion_in = 10'd800;
						Pipe_Y_Pos_in = Pipe_Y_Pos + 10'd45;
						end
            else
				begin
					Pipe_X_Motion_in = ~(10'd1 + input_speed + input_speed) + 1'b1;
					Pipe_Y_Motion_in = 10'd0;
					Pipe_Y_Pos_in = Pipe_Y_Pos;
				end
            Pipe_X_Pos_in = Pipe_X_Pos + Pipe_X_Motion;
			end
    end
    int DistX, DistY, Size;
	 int temp_X, temp_Y;
    assign DistX = DrawX - Pipe_X_Pos;
	 always_comb 
		begin
			if(DrawX >= Pipe_X_Pos)
				temp_X = DistX;
			else
				temp_X = ~DistX + 1'b1;
		end
    assign DistY = DrawY - Pipe_Y_Pos;
	 always_comb 
		begin
			if(DrawY >= Pipe_Y_Pos)
				temp_Y = DistY;
			else
				temp_Y = ~DistY + 1'b1;
		end
    always_comb 
		begin
        if (temp_X <= 10'd40 && temp_Y >=10'd80)
            is_Pipe = 1'b1;
        else
            is_Pipe = 1'b0;
		end
    assign Pipe_Y_Pos_ = Pipe_Y_Pos;
	 assign Pipe_X_Pos_ = Pipe_X_Pos;
endmodule
==> ./run.sh <==
#!/bin/bash
# OpenROAD 26Q1-2900-gdf79404cd8, Yosys 0.63+post, stock flow scripts
make -C /OpenROAD-flow-scripts/flow DESIGN_CONFIG=/design/flow/config.mk WORK_HOME=/design/flow/orfs finish
==> ./config.mk <==
export PLATFORM = sky130hd
export DESIGN_NAME = pipe
export DESIGN_NICKNAME = pipe
export VERILOG_FILES = /design/flow/design.v
export SDC_FILE = /design/flow/constraint.sdc
export NUM_CORES = 4
export LEC_CHECK = 1
export CORE_UTILIZATION = 30
==> ./constraint.sdc <==
current_design pipe

set clk_period 4.6
set clk_io_pct 0.2

create_clock -name clk0 -period $clk_period [get_ports {Clk}]

set non_clock_inputs [all_inputs -no_clocks]
set_input_delay [expr $clk_period * $clk_io_pct] -clock clk0 $non_clock_inputs
set_output_delay [expr $clk_period * $clk_io_pct] -clock clk0 [all_outputs]
==> GITHUB_STEP_SUMMARY <==
## Implementation flow summary

| Metric | Value |
|---|---|
| Min-delay src | `frame_clk_delayed` |
| CTS Buf Count | `3` |
| CP startpoint | `DrawX[0]` |
| Vias per inst | `4.86` |
| Yosys cell count | `410` |
| Hold buffers post-CTS | `0` |
| Mean Syn Cell Area | `7.72 µm²` |
| Worst hold slack | `0.388 ns` |
| Crit-path cells | `buf_2 > inv_2 > ha_2 > inv_2 > fa_2 > a211oi_4 > o21bai_4 > a21oi_2 > xor2_2 > nand4b_1 > nand2b_1 > ha_1 > nor4bb_4 > nand3_1 > a221oi_2 > a31oi_1 > a2111oi_2 > buf_2` |
| Max incr delay on CP | `0.36 ns` |
| Clk buf depth | `2` |
| Final core utilization | `49.1%` |
| Reg power frac | `19.0%` |
| Final HPWL DP | `6690 µm` |
| CTS tree | `done` |
| Worst path top cell family by delay | `AND-OR/OR-AND gates` |
| Global-route wire length before repair | `13,900 µm` |
| Synth Area in Compound Gates | `22.6%` |
| DR pass1 iterations | `4` |
| CP Class | `primary input to primary output` |
| Clock power share | `13.6%` |
| WL/cell | `11.9 µm` |
| Simple share | `27.1%` |
| Remaining antenna violation count | `0` |
| Residual DRC | `0` |
| YS chip area | `3160 µm²` |
| Internal power | `0.887 mW` |
| Tool warnings | `30` |
| Yosys top cell by area | `ha_1` |
| Global route overflow | `0` |
| Max-slew headroom | `59.4%` |
| Max Cap Viol | `0` |
| Data arrival, critical path | `4.13 ns` |
| Net Sw Frac | `36.4%` |
| Leakage | `2.25 nW` |
| Synthesized instance count | `410` |
| Combinational power share | `67.4%` |
| Fin. Hold Viols | `0` |
| CP bufs+invs | `4` |
| Max Fanout on Critical Path | `3` |
| Synthesized area | `3160 µm²` |
| Initial DRC count | `77` |
| Initial antenna violation count | `0` |
| Tot Pwr | `1.40 mW` |
| Area Overhead vs Synth | `59.4%` |
| Placed Instances | `675` |
| Placer's final routability congestion estimate | `0.895` |
| Worst-Skew Late Latency | `0.27 ns` |
| Area leader share | `17.8%` |
| Count leader, synth | `ha_1` |
| Gate Area | `2890 µm²` |
| Die Ht | `105 µm` |
| Row cnt | `37` |
| Top cells by area | `ha_1 (18%), dfxtp_1 (16%), inv_1 (4.7%)` |
| Buffers on Ports | `46` |
| Chip area | `11,000 µm²` |
| Init Core Util | `30.8%` |
| Pwr dens | `277 nW/µm²` |
| Clock sinks | `26` |
| Worst Setup End Kind | `primary output` |
| Count of cell types in the netlist | `73` |
| Die width | `105 µm` |
| DR vias | `3,364` |
| Antenna cells | `0` |
| Switching power | `0.509 mW` |
| CTS H-tree lvls | `1` |
| Most instantiated cells after synthesis | `ha_1 (45), inv_1 (40), nor2_1 (34), a21oi_1 (29), dfxtp_1 (26)` |
| Setup-failing EPs final | `1` |
| Final wirelength | `8230 µm` |
| Pin count of the biggest net entering global routing | `17` |
| Setup TNS | `-0.445 ns` |
| Slew Viols, Final | `0` |
| Synth mux share | `2.85%` |
| Xor/xnor share | `5.50%` |
| Seq share, synth | `16.4%` |
| Slowest CP cell | `fa_2` |
| Max IR drop VDD | `0.144 mV` |
| Worst hold path class | `flip-flop to flip-flop` |
| Fin crit period | `5.05 ns` |
| Critical Path Source Type | `primary input` |
| Reg-to-reg startpoint | `Pipe_X_Pos[1]` |
| Worst Skew | `0.00629 ns` |
| Adder share | `19.7%` |
| Worst slew pin tran | `0.608 ns` |
| Largest family of logic cells by area | `simple AND/OR/NAND/NOR gates` |
| Ys async rst share | `0%` |
| Gr usage total | `15.1%` |
| Most used flip-flop cell | `dfxtp_1` |
| WP data required | `3.68 ns` |
| Peak Freq | `0.198 GHz` |
| Io pins | `48` |
| Vias in the first global route | `3,163` |
| Synth Warn # | `1` |
| Final cell count without fillers | `692` |
| Failing checks | `setup timing` |
| Reg clk slew, reported paths | `0.09 ns` |
| EDFF count, synth | `0` |
| Cycle use final | `110%` |
| Worst Slack Setup Final | `-0.445 ns` |
| Registers, synthesis | `26` |
| Clock root cell | `clkbuf_8` |
| Status | `complete, but fails checks` |
| Share of layout cells above drive strength 1 | `35.3%` |
| Flip-flop and latch area | `520 µm²` |
| RSZ-0062 raised after global routing | `yes` |
| FILL cells | `941` |
| Core area | `10,300 µm²` |
[stage by stage]
step / cell area, µm² / setup slack (ns)
final: 5040 / -0.445
after global routing: 5040 / -0.692
after CTS: 4780 / -0.616
after detailed placement: 4500 / -1.24
after global placement: 4500 / -1.23
after floorplan: 3230 / 0.00336
[logic make-up after synthesis]
group	after synthesis
AND-OR/OR-AND	107
XOR/XNOR	19
adder cells (fa/ha/maj)	48
buffers and inverters	47
flip-flops	26
multiplexers	8
AND/OR/NAND/NOR	155
[final cells by class]
cell class	count	share of cell area (%)
Clock buffer	3	0.819
Clock inverter	1	0.595
Inverter	40	3.03
Multi-Input combinational cell	337	57.3
Sequential cell	26	10.3
Tap cell	136	3.37
Timing Repair Buffer	149	24.5
[cells in the final DEF, fill, tap and decap left out, drive strengths merged, types with 4 or more instances in the layout]
cell type      count
nand4              5
xor2               6
a21oi             30
buf              106
a31oi              6
nor2              34
clkdlybuf4s50     31
dlymetal6s2s       7
nand2b             9
and3               4
dfxtp             26
nor4               6
nor3              10
clkbuf             4
nor2b              8
nand3             16
ha                45
a21o               7
or2                6
nand2             24
or3                5
o21a               4
mux2i              6
o21ai             22
a21boi             5
inv               40
xnor2             13
a211oi             4
o211ai             4
[worst register-to-register path, stage by stage, from the launching register on]
cell     delay [ns]
dfxtp_1        0.32
buf_4          0.14
ha_1           0.28
a21o_1         0.17
a21oi_1        0.20
o21ai_0        0.14
a211o_1        0.34
nand3_1        0.10
a31oi_1        0.12
o31ai_1        0.22
or3b_2         0.45
[path summary, 6_finish.rpt]
kind | slack (ns) | end | cells after the start
worst max-delay path | -0.45 | is_Pipe | 18
worst min-delay path | 0.39 | frame_clk_rising_edge | 1
worst max register to register | 2.01 | Pipe_X_Pos[9] | 10
worst min register to register | 0.39 | frame_clk_rising_edge | 1
[state kept, by name (all words and copies together), names as in the netlist]
signal,flops
Pipe_X_Pos,10
Pipe_Y_Pos,10
Pipe_X_Motion,4
frame_clk_delayed,1
frame_clk_rising_edge,1
[power groups by stage]
stage     clock network [mW]  registers, mW  logic [mW]
6_report               0.189          0.265       0.941
4_1_cts                0.193          0.265       0.849
5_1_grt                0.202          0.269        1.04
[what timing repair did]
| action | in CTS | in global routing |
|---|---|---|
| setup endpoints to repair | 1 | 1 |
| pin swaps | 37 | 32 |
| resized | 50 | 45 |
| setup buffers | 6 | 7 |
[metal layers]
metal	vias up	GRT usage (%)	part of all wire, %
li1	1796	-	-
met5	-	0	0
met3	6	0.635	1.4
met1	1533	23.0	53
met4	0	1.11	1.0
met2	29	24.8	45
Power is estimated from default activity; no workload was simulated.
